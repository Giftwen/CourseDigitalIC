`flow/config.mk`:
```
export PLATFORM = sky130hd
export DESIGN_NAME = gen_prod
export DESIGN_NICKNAME = gen_prod
export VERILOG_FILES = /design/flow/design.v
export SDC_FILE = /design/flow/constraint.sdc
export NUM_CORES = 4
export LEC_CHECK = 1
export CORE_AREA = 10 10 131 131
export DIE_AREA = 0 0 141 141
```
`flow/design.v`:
```
 module gen_prod (
	input [63:0] A,
	input neg,
	input zero,
	input one,
	input two,
	output [127:0] prod
);
reg [127:0] prod_pre;
always @ (*) begin
	prod_pre = 32'd0;
	if (zero)
		prod_pre = 32'd0;
	else if (one)
		prod_pre = { { 64{A[63]} }, A};
	else if (two)
		prod_pre = { { 63{A[63]} }, A, 1'b0};
    else 
        prod_pre = 128'd0;
end
assign prod = neg ? ( ~prod_pre+1'b1 ) : prod_pre;
endmodule
```
`flow/constraint.sdc`:
```
current_design gen_prod

set clk_period 15.5
set clk_io_pct 0.2

create_clock -name clk0 -period $clk_period

set non_clock_inputs [all_inputs -no_clocks]
set_input_delay [expr $clk_period * $clk_io_pct] -clock clk0 $non_clock_inputs
set_output_delay [expr $clk_period * $clk_io_pct] -clock clk0 [all_outputs]
```
`flow/run.sh`:
```
#!/bin/bash
# OpenROAD 26Q1-2900-gdf79404cd8, Yosys 0.63+post, stock flow scripts
make -C /OpenROAD-flow-scripts/flow DESIGN_CONFIG=/design/flow/config.mk WORK_HOME=/design/flow/orfs finish
```
==> impl_metrics.json <==
{
  "p_total_mw": 0.196,
  "status": "finished, final reports clean",
  "grtUsageMet1": 0.214,
  "grt_first_pass_wirelength_um": 26700,
  "path_max_fanout": 83,
  "initial_core_util": 0.253,
  "via_count": 5034,
  "avgSynthCellArea_um2": 6.29,
  "synth_top_area_share": 0.150,
  "worstSetupStartpointType": "input port",
  "top_cell": "a22oi_1",
  "logic_area_mm2": 0.00336,
  "period_needed_ps": 10140,
  "drv_cap": 0,
  "finalHoldViolations": 0,
  "post_cts.repair.setup_buffers": 0,
  "grt_antenna_before_repair": 0,
  "fin_setup_tns_ps": 0,
  "ys_warn_count": 1,
  "hp-start": "neg",
  "port_buffers": 196,
  "synth_top_cell_by_area": "a22oi_1",
  "die_x_um": 141,
  "period_used_share": 0.654,
  "first_pass_iters": 5,
  "fin_util": 0.393,
  "die_area_mm2": 0.0199,
  "rows": 44,
  "drt-total-wl_um": 17500,
  "slew_headroom": 0.508,
  "top_cells_by_count": "a22oi_1 (73), o21ai_0 (69), nand2_1 (53)",
  "critPathKind": "in2out",
  "regArea_um2": 0,
  "ios": 196,
  "syn-instance-count": 580,
  "drv_slew": 0,
  "drive_above_1_share": 0.0592,
  "holdCritPathClass": "in2out",
  "grt-busiest-layer": "met2",
  "flops": 0,
  "globalRouteMet2Util": 0.268,
  "finalSetupViolations": 0,
  "power_density_mw_per_mm2": 34.6,
  "synthTopCellsByArea": "a22oi_1 (15%), xnor2_1 (9.6%), o21ai_0 (9.5%)",
  "hold_buffers": 0,
  "n_fill_cell": 1453,
  "grt_setup_unrepaired": "false",
  "cp_data_arrival_time_ps": 7040,
  "wire_per_inst_um": 19.3,
  "grt_max_degree": 84,
  "required_ps": 12400,
  "maxClockFrequency_mhz": 98.6,
  "avgViaCountPerCell": 5.53,
  "drtAntennaViolNets": 0,
  "endpoint_kind": "output pin",
  "post-dp-hpwl_um": 13400,
  "worstMarginPinSlew_ps": 737,
  "die_h_um": 141,
  "cts_resized": 0,
  "overflow": 0,
  "warning_count": 32,
  "initialDrtViolationCount": 557,
  "synth-seq-area-share": 0,
  "grt_pass1_vias": 4679,
  "crit_start": "one",
  "drc_errors": 0,
  "clockBufferCount": 0,
  "grt_util_all_layers": 0.161,
  "grt_use_met3": 0.0338,
  "synth_chip_area_mm2": 0.00365,
  "ir_worst_vdd_mv": 0.0147,
  "yosysUniqueCellTypes": 59,
  "ys_cells": 580,
  "synth_area_mm2": 0.00365,
  "p_leak_nw": 1.94,
  "antenna_cells": 0,
  "syn_to_final_growth_pct": 55.2,
  "gp_congestion": 0.918,
  "core_mm2": 0.0144
}
-- per-stage QoR --
step           cells  hold WS (ps)  cell area, µm²  worst slack (ps)
6_report         910          7200            5670              5360
4_1_cts          910          7210            5670              5410
3_5_place_dp     910          7200            5670              5410
5_1_grt          910          7260            5670              5120
2_1_floorplan    580          6270            3650              6660
3_3_place_gp     910          7200            5670              5460
-- critical path, stage by stage --
cell	delay, ps
buf_2	80
buf_4	560
and2b_1	450
a22oi_1	290
a41oi_1	340
nor4_4	730
and3_1	260
buf_4	300
a31o_2	210
xor2_1	170
clkdlybuf4s50_1	510
-- cell families (layout without fill, tap and decap cells) --
logic type,count (synthesis),after routing,share of synthesized area
and+or+nand+nor,181,181,0.279
buffers and inverters,70,216,0.0823
adders and majority gates,1,1,0.00343
AOI/OAI and AO/OA,265,265,0.483
xor gates and xnor gates,61,61,0.146
muxes,2,2,0.00617
-- metal layers --
metal / routed length (µm) / share of wire
met1: 7540 / 0.43
met2: 8460 / 0.48
met3: 1390 / 0.079
met4: 131 / 0.0075
met5: 0 / 0
-- power breakdown --
| group | switching [mW] | leakage (nW) | internal (mW) |
|---|---|---|---|
| sequential | 0 | 0 | 0 |
| combinational | 0.0861 | 1.94 | 0.110 |
| clock | 0 | 0 | 0 |
-- cell type report --
cell class / instances / share of cell area
timing repair buffer: 209 / 0.361
multi-input combinational: 510 / 0.594
inverter: 7 / 0.00464
tap: 184 / 0.0406
-- cells in the final DEF (no fill, tap or decap), types with 12 or more instances in the layout --
master,instances
nor2_1,39
a21oi_1,24
xnor2_1,40
a211oi_1,12
nand2_1,52
o21ai_1,23
a22oi_1,73
xor2_1,21
clkdlybuf4s50_1,193
nor3_1,12
o21ai_0,69
buf_4,13
-- final timing paths --
check | slack (ps) | cells after the start | to
max | 5360 | 11 | prod[60]
min | 7200 | 5 | prod[63]
No activity file was given, so power comes from the tool's default toggle rates.
