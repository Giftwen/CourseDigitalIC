===== config.mk =====
export PLATFORM = sky130hd
export DESIGN_NAME = cla16
export DESIGN_NICKNAME = cla16
export VERILOG_FILES = /design/flow/design.v
export SDC_FILE = /design/flow/constraint.sdc
export NUM_CORES = 4
export LEC_CHECK = 1
export CORE_AREA = 10 10 79 79
export DIE_AREA = 0 0 89 89

===== run.sh =====
#!/bin/bash
# OpenROAD 26Q1-2900-gdf79404cd8, Yosys 0.63+post, stock flow scripts
make -C /OpenROAD-flow-scripts/flow DESIGN_CONFIG=/design/flow/config.mk WORK_HOME=/design/flow/orfs finish

===== constraint.sdc =====
current_design cla16

set clk_period 7.9
set clk_io_pct 0.2

create_clock -name clk0 -period $clk_period

set non_clock_inputs [all_inputs -no_clocks]
set_input_delay [expr $clk_period * $clk_io_pct] -clock clk0 $non_clock_inputs
set_output_delay [expr $clk_period * $clk_io_pct] -clock clk0 [all_outputs]

===== design.v =====
module adder(
    input   a,
    input   b,
    input   ci,
    output  sum
);
  assign sum = a ^ b ^ ci;
endmodule 
module cla(
    input c0,
	output c1,
	output c2,
	output c3,
	output c4,
	input p1,
	input p2,
	input p3,
	input p4,
	input g1,
	input g2,
	input g3,
	input g4
);
	assign  c1 = g1 ^ (p1 & c0);
	assign  c2 = g2 ^ (p2 & g1) ^ (p2 & p1 & c0);
	assign	c3 = g3 ^ (p3 & g2) ^ (p3 & p2 & g1) ^ (p3 & p2 & p1 & c0);
	assign	c4 = g4 ^ (p4&g3)^(p4&p3&g2)^(p4&p3&p2&g1)^(p4&p3&p2&p1&c0);
endmodule 
module adder_cla4(
      input [3:0] a,
	  input [3:0] b,
	  input  ci,
      output Gm,
      output Pm,
	  output [3:0] sum
);	  	  
    wire p1,p2,p3,p4,g1,g2,g3,g4;
    wire c1,c2,c3;
    adder adder_u0(
        .a(a[0]),
        .b(b[0]),
        .ci(ci),
        .sum(sum[0])
    );
	adder adder_u1(
        .a(a[1]),
        .b(b[1]),
        .ci(c1),
        .sum(sum[1])
    );	
	adder adder_u2(
        .a(a[2]),
        .b(b[2]),
        .ci(c2),
        .sum(sum[2])
    );
	adder adder_u3(
        .a(a[3]),
        .b(b[3]),
        .ci(c3),
        .sum(sum[3])
    );		
	cla cla(
		.c0(ci),
		.c1(c1),
		.c2(c2),
		.c3(c3),
		.c4(),
		.p1(p1),
		.p2(p2),
		.p3(p3),
		.p4(p4),
		.g1(g1),
		.g2(g2),
		.g3(g3),
		.g4(g4)
	);
    assign   p1 = a[0] ^ b[0];
    assign   p2 = a[1] ^ b[1];
	assign	 p3 = a[2] ^ b[2];
	assign	 p4 = a[3] ^ b[3];
    assign   g1 = a[0] & b[0];
    assign   g2 = a[1] & b[1];
    assign   g3 = a[2] & b[2];
	assign   g4 = a[3] & b[3];
  assign Pm = p1 & p2 & p3 & p4;
  assign Gm = g4 ^ (p4 & g3) ^ (p4 & p3 & g2) ^ (p4 & p3 & p2 & g1);
endmodule 
module cla16(
    input   [15:0]  a_i,
    input   [15:0]  b_i,
    output  [16:0]  sum_o
);
	wire c4,c8,c12;
	wire Pm1,Gm1,Pm2,Gm2,Pm3,Gm3,Pm4,Gm4;
	adder_cla4 adder_4_u0(
	  .a(a_i[3:0]),
      .b(b_i[3:0]),
      .ci(1'b0),
      .Gm(Gm1),
      .Pm(Pm1),
	  .sum(sum_o[3:0])
	);
	adder_cla4 adder_4_u1(
	  .a(a_i[7:4]),
	  .b(b_i[7:4]),
	  .ci(c4),
      .Gm(Gm2),
      .Pm(Pm2),
	  .sum(sum_o[7:4])
	);
    adder_cla4 adder_4_u2(
	  .a(a_i[11:8]),
	  .b(b_i[11:8]),
	  .ci(c8),
      .Gm(Gm3),
      .Pm(Pm3),
	  .sum(sum_o[11:8])
	);
    adder_cla4 adder_4_u3(
	  .a(a_i[15:12]),
	  .b(b_i[15:12]),
	  .ci(c12),
      .Gm(Gm4),
      .Pm(Pm4),
	  .sum(sum_o[15:12])
	);
	assign   c4 = Gm1 ;
	assign   c8 = Gm2 ^ (Pm2 & Gm1) ;
	assign   c12 = Gm3 ^ (Pm3 & Gm2) ^ (Pm3 & Pm2 & Gm1) ;
    assign   sum_o[16] = sum_o[15];
endmodule

==> impl_metrics.env <==
# implementation run metrics
export IMPL_status="completed"
export IMPL_drt_iter0_drc=13
export IMPL_post_route_drc_count=0
export IMPL_worst_ir_drop_vdd_v=0.00002094
export IMPL_top_layer_used="met3"
export IMPL_f_max_mhz=163.9
export IMPL_routed_length_on_met1_um=1005
export IMPL_grt_first_pass_wirelength_um=3898
export IMPL_final_hold_viol_count=0
export IMPL_floorplan_core_area_um2=4661
export IMPL_grt_pass1_vias=940
export IMPL_synth_sequential_area_ratio=0
export IMPL_netlist_top_cell_by_area="ha_1"
export IMPL_wire_per_inst_um=10.44
export IMPL_antenna_found_initial=0
export IMPL_setup_violations_final=0
export IMPL_power_frac_comb=1.000
export IMPL_yosys_stat_chipArea_um2=1080
export IMPL_max_slew_margin_vs_limit=0.7000
export IMPL_gp_congestion=0.7644
export IMPL_number_of_antenna_repair_diodes=0
export IMPL_net_load_switching_power_uw=41.70
export IMPL_area_leaders="ha_1 (17%), xnor2_1 (15%), buf_4 (12%)"
export IMPL_floorplan_core_util=0.2317
export IMPL_drt_pass1_iterations=4
export IMPL_worst_hold_path_type="input pin to primary output"
export IMPL_fin_worst_hold_slack_ps=4188
export IMPL_synth_area_um2=1080
export IMPL_final_setup_tns_ps=0
export IMPL_synthesis_instances=139
export IMPL_synth_yosys_num_cells=139
export IMPL_post_cts_buffers=0
export IMPL_signal_arrival_time_at_the_worst_endpoint_ps=4520
export IMPL_worst_slew_pin_slew_ps=446.7
export IMPL_io_buffer_count=49
export IMPL_power_density_nw_per_um2=79.65
export IMPL_slew_violations=0
export IMPL_placed_cell_area_um2=1505
export IMPL_number_of_unique_standard_cell_types_used_by_synthesis=34
export IMPL_ff_count=0
export IMPL_final_layout_size_suffix_gt1_frac=0.01765
export IMPL_areaGrowthSynthToFinish_pct=39.40
export IMPL_route_antenna_remaining_nets=0
export IMPL_leakage_uw=0.0006391
export IMPL_dpl_hpwl_um=2124
export IMPL_crit_path_drt_ps=6320
export IMPL_regArea_um2=0
export IMPL_yosys_warnings=0
export IMPL_clock_buffer_count=0
export IMPL_synthTopCellsByCount="xnor2_1 (18), buf_4 (17), inv_1 (16)"
export IMPL_grt_overflow=0
export IMPL_fp_dieW_um=89
export IMPL_globalRouteTotalUtil=0.05723
export IMPL_dr_wl_met3_um=236
export IMPL_post_synth_top_area_fraction=0.1738
export IMPL_post_route_min_period_ps=6102
export IMPL_synth_avg_cell_area_um2=7.768
export IMPL_maxCapViolCount=0
export IMPL_place_ws_ps=1760
export IMPL_final_cell_area_um2=1505
export IMPL_routed_via_density=4.313
export IMPL_cts_resized=0
export IMPL_critPathKind="input pin to primary output"
export IMPL_yosysMostFrequentCell="xnor2_1"
export IMPL_seq_power_share=0
export IMPL_io_pins=49
export IMPL_switching_share_of_power=0.3478
export IMPL_hold_start="b_i[0]"
export IMPL_finalWorstSetupSlack_ps=1798
export IMPL_maximum_number_of_pins_on_one_net_before_global_route_repair=13
export IMPL_p_clk_frac=0
export IMPL_setup_worst_path_end_class="primary output"
export IMPL_worst_setup_path_start_kind="input pin"
export IMPL_layout_worst_path_cycle_share=0.7725
export IMPL_die_area_um2=7921
export IMPL_rows=25
export IMPL_num_fill_cells=510
export IMPL_die_height_um=89
export IMPL_min_delay_path_depth=3
export IMPL_detailroute_wirelength_met2_um=1097
export IMPL_dr_total_vias=966
export IMPL_wl_um=2339
export IMPL_log_warning_count=32
export IMPL_logic_area_um2=887.1
export IMPL_min_to="sum_o[0]"
export IMPL_rsz0062_at_grt="false"
export IMPL_cts_hold_fix_buffers=0
export IMPL_cell_internal_pwr_uw=78.19
export IMPL_critical_path_peak_fanout=4
area by class of cell:
class              instances  area share
well taps                 54     0.04489
repair buffers            49      0.3259
inverters                 16     0.03990
multi-input cells        105      0.5894
worst max-delay path by stage:
stage,start,endpoint,slack (ps)
4_1_cts,a_i[1],sum_o[13],1750
5_1_grt,b_i[9],sum_o[13],1560
6_report,a_i[1],sum_o[8],1800
power groups by stage:
stage	sequential [uW]	combinational (uW)	clock, uW
after global routing	0	135	0
after CTS	0	124	0
final	0	120	0
cell families (layout without fill, tap and decap cells):
kind of cell | Yosys count | after routing | share of synthesized area
AND/OR/NAND/NOR | 38 | 38 | 0.2063
adder cells (fa/ha/maj) | 19 | 19 | 0.2480
buffers and inverters | 34 | 65 | 0.1784
multiplexers | 1 | 1 | 0.009270
XOR/XNOR | 26 | 26 | 0.2109
AND-OR/OR-AND | 21 | 21 | 0.1472
worst max-delay path: stages:
cell	delay, ps
clkdlybuf4s50_1	420
ha_1	330
and2_1	190
o2111a_1	280
o211ai_1	240
nand2_1	140
xor2_1	330
fa_1	480
inv_1	60
clkdlybuf4s50_1	460
metal layers:
layer,up-vias,track usage
met2,23,0.09840
li1,522,-
met3,0,0.01745
met1,421,0.07336
met5,-,0
met4,0,0
placed cells by master (no fill, tap or decap), drive strengths merged, types with 4 or more instances in the layout:
cell type      synthesis  routed
xnor2                 18      18
fa                     4       4
nand2                  8       8
inv                   16      16
xor2                   8       8
nor3                   4       4
ha                    15      15
nand3                  4       4
and3b                  4       4
a21oi                  4       4
clkdlybuf4s50          0      49
nor2                   5       5
per-stage QoR:
| stage | total power (uW) | cells | utilization |
|---|---|---|---|
| floorplan | 83.98 | 139 | - |
| finish | 119.9 | 224 | 0.3230 |
| CTS | 123.6 | 224 | 0.3230 |
| global route | 135.5 | 224 | 0.3230 |
| detailed placement | 122.7 | 224 | 0.3230 |
| global placement | 122.8 | 224 | 0.3230 |
Power and IR drop assume default switching activity.
