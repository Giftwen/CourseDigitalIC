<file path="design/flow/run.sh">
#!/bin/bash
# OpenROAD 26Q1-2900-gdf79404cd8, Yosys 0.63+post, stock flow scripts
make -C /OpenROAD-flow-scripts/flow DESIGN_CONFIG=/design/flow/config.mk WORK_HOME=/design/flow/orfs finish
</file>
<file path="design/flow/config.mk">
export PLATFORM = sky130hd
export DESIGN_NAME = timerapb
export DESIGN_NICKNAME = timerapb
export VERILOG_FILES = /design/flow/design.v
export SDC_FILE = /design/flow/constraint.sdc
export NUM_CORES = 4
export LEC_CHECK = 1
export CORE_UTILIZATION = 40
</file>
<file path="design/flow/constraint.sdc">
current_design timerapb

set clk_period 4.1
set clk_io_pct 0.2

create_clock -name clk0 -period $clk_period [get_ports {pclk}]

set non_clock_inputs [all_inputs -no_clocks]
set_input_delay [expr $clk_period * $clk_io_pct] -clock clk0 $non_clock_inputs
set_output_delay [expr $clk_period * $clk_io_pct] -clock clk0 [all_outputs]
</file>
<file path="design/flow/design.v">
module timerapb (
    input               pclk,
    input               presetn,
    input               penable,
    input               psel,
    input   [31:0]      paddr,
    input               pwrite,
    input   [31:0]      pwdata,
    output              pready,
    output  reg[31:0]      prdata,
    output  [7:0]       timer_irq
);
reg  [31:0]  timer0status;
reg  [31:0] timer0count;
reg  [31:0] timer0_value;
reg  [31:0]  timer1status;
reg  [31:0] timer1count;
reg  [31:0] timer1_value;
reg  [31:0]  timer2status;
reg  [31:0] timer2count;
reg  [31:0] timer2_value;
reg   timer_irqr0;
reg   timer_irqr1;
reg direction;
    assign pready = 1'b1;
    always @(posedge pclk or negedge presetn) begin
        if (!presetn)begin
            prdata <= 'b0;
        end else if (!pwrite)begin
            case(paddr)
                32'h2:    prdata <= timer0status;
                32'h3:   prdata <= timer0_value;
                32'h4: prdata <= timer0count;
                32'h5:    prdata <= timer1status;
                32'h6:   prdata <= timer1_value;
                32'h7: prdata <= timer1count;
                32'h8:    prdata <= timer2status;
                32'h9:   prdata <= timer2_value;
                32'ha: prdata <= timer2count;
                default:        prdata <= 'b0;
            endcase
        end
    end
assign timer_irq[0] = timer0status[1] ? (timer_irqr0 ? (~timer0status[3]):timer0status[3] )   
                                    : (timer_irqr0 ? (timer0status[3]):~timer0status[3] ); 
    always @(posedge pclk or negedge presetn) begin
        if(!presetn)begin
            timer0count <= 'b0;
        end else if (timer0status[0]&&timer0status[2])begin
            if (timer0count ==timer0_value)begin
                timer0count <= 'b0;
            end else begin
                timer0count <= timer0count + 32'b1;
            end
        end else if(timer0status[0]&&!timer0status[2])begin
            timer0count <= timer0count + 32'b1;
        end else if(pwrite&&(paddr ==32'h2||paddr ==32'h3))begin
            timer0count <= 'b0;
        end
    end
    always @(posedge pclk or negedge presetn) begin
        if(!presetn)begin
            timer0status <= 'b0;
            timer0_value <= 'b0;
            timer_irqr0   <= 'b0;
        end else if(psel&&penable&&pwrite)begin
            timer_irqr0   <= 'b0;
            if (paddr ==32'h2)begin
                timer0status <= pwdata;
            end else if(paddr ==32'h3)begin
                timer0_value  <= pwdata;
            end else begin
                timer0status <= timer0status;
                timer0_value  <= timer0_value;
            end
        end else begin
            if (timer0status[2]&&timer0count ==timer0_value)begin
                timer0status[0] <= 'b0;
                timer_irqr0   <= 'b1;
            end else if(!timer0status[2]&&timer0count ==2**(timer0status[8:4]+5'd8))begin
                timer0status[0] <= 'b1;
                timer_irqr0   <= 'b1;
            end else begin
                timer0status[0] <= timer0status[0];
                timer_irqr0   <= 'b0;
            end
        end
    end
assign timer_irq[1] = timer1status[1] ? (timer_irqr1 ? (~timer1status[3]):timer1status[3] )   
                                    : (timer_irqr1 ? (timer1status[3]):~timer1status[3] ); 
    always @(posedge pclk or negedge presetn) begin
        if(!presetn)begin
            timer1count <= 'b0;
        end else if (timer1status[0]&&timer1status[2])begin
            if (timer1count ==timer1_value)begin
                timer1count <= 'b0;
            end else begin
                timer1count <= timer1count + 32'b1;
            end
        end else if(timer1status[0]&&!timer1status[2])begin
            if(timer1count == 2**(timer1status[8:4]+5'd8))begin
                timer1count <= 'b0;
            end else begin
                timer1count <= timer1count + 32'b1;
            end
        end else if(pwrite&&(paddr ==32'h5||paddr ==32'h6))begin
            timer1count <= 'b0;
        end
    end
    always @(posedge pclk or negedge presetn) begin
        if(!presetn)begin
            timer1status <= 'b0;
            timer1_value <= 'b0;
            timer_irqr1   <= 'b0;
        end else if(psel&&penable&&pwrite)begin
            timer_irqr1   <= 'b0;
            if (paddr ==32'h5)begin
                timer1status <= pwdata;
            end else if(paddr ==32'h6)begin
                timer1_value  <= pwdata;
            end else begin
                timer1status <= timer1status;
                timer1_value  <= timer1_value;
            end
        end else begin
            if (timer1status[2]&&timer1count ==timer1_value)begin
                timer1status[0] <= 'b0;
                timer_irqr1   <= 'b1;
            end else if(!timer1status[2]&&timer1count ==2**(timer1status[8:4]+5'd8))begin
                timer1status[0] <= 'b1;
                timer_irqr1   <= 'b1;
            end else begin
                timer1status[0] <= timer1status[0];
                timer_irqr1   <= 'b0;
            end
        end
    end
endmodule
</file>
==> Changelog: implementation <==
### Changed

- Hpwl dp: between 30000 and 40000 um
- Syn-to-layout area delta: 15.2%
- Final worst-path cycle share: between 80% and 90%
- Vias per cell: between 6 and 7
- Antenna Nets Post-Route: 0
- Syn Inst Count: approximately 1500
- DIE WIDTH: between 150 and 200 um
- RSZ-0062 raised after global routing: false
- FP Util: approximately two fifths
- Clock sinks: 226
- Crit path arrival time: 3.82 ns
- Synth Seq Share: about 40%
- R2r setup slk: roughly 0.66 ns
- Crit-path cells: buf_4 -> nor3_1 -> nand4_1 -> a31o_2 -> a2111oi_0 -> nand4_2 -> nand2_2 -> o22ai_1
- Root Driver: clkbuf_16
- Syn avg cell area: ~9.6 um^2
- Pwr dens: about 330 nW/um^2
- Total Routing Usage GR: between 20 and 30%
- Cell Area, Placed: around 15000 um^2
- CTS tree: done
- Pwr Total: ~5.3 mW
- Worst VDD drop: ~310 uV
- Buf+Inv Stages, Crit Path: 1
- Setup TNS: 0 ns
- Log Warnings: 27
- Min cycle time layout: approximately 3.4 ns
- DRC: 0
- Final Max Slew Viols: 0
- Clk_skew: just over 0.02 ns
- Netlist cell types: about 80
- Synth area leader: dfrtp_1
- Leak Pwr: approximately 7 nW
- GPL Wtd Cong: around 0.97
- Post-CTS Setup Inserts: 0
- R2R Path Start: timer1status[8]
- Initial antenna violation count: 0
- Max-cap violation count: 0
- Reg2reg end: timer1count[6]
- Fill count: roughly 3200
- Post-Place Cells: roughly 1900
- DRT iter0 DRCs: between 1000 and 1500
- Vias in the first global route: 11200
- Final Cell Area: around 16000 um^2
- First-pass GRT wire length: about 70000 um
- Clk latency of the worst-skew pair: ~0.54 ns
- Port Buffers: 102
- Clk pin slew, worst setup/hold paths: ~0.060 ns
- Drt wl/cell: between 20 and 25 um
- Number of synthesis warnings: 103
- Yosys chip area: around 14000 um^2
- Via count: between 10000 and 15000
- # hold bufs at CTS: 0
- Relative slew slack: between 30% and 40%
- Dominant cell area share: 40.5%
- Registers, synthesis: approximately 230
- R2R depth: 8
- Post_cts resized: 0
- Layout cells sized above 1: between 10% and 20%
- Clk buf depth: 3
- HP Class: input port to asynchronous set/reset pin
- Yosys cell count: ~1500
- Worst hold margin: approximately 0.26 ns
- Setup-failing EPs final: 0
- Status: finished clean
- Largest net degree at the start of global routing: 114
- EDFF count, synth: 0
- Core area: around 34000 um^2
- Final hold vios: 0
- Synth top cell by count: dfrtp_1
- Pre-antenna DRT Iters: 6
- Peak per-stage delay on the critical path: between 0.6 and 0.7 ns
- Critical Path Fanout Max: 22
- Remaining global-route overflow: 0
- Post-synth top flop: dfrtp_1
- Critical path's slowest cell: a2111oi_0
- Setup crit start kind: register
- Row cnt: between 60 and 70
- CP Capture Type: register
- Crit Path Category: register to register
- Worst path top cell family by delay: simple AND/OR/NAND/NOR gates
- Top cells, area: dfrtp_1, mux2_2, xor2_1
- Top cells by count, synth: dfrtp_1, mux2_2, clkbuf_1, nand2_1
- Final worst slack: 0.656 ns
- Achievable Freq: 290 MHz
- Die Area: between 30000 and 40000 um^2
- Die Y: 189 um
- Post-synth ARST share: ~100%
- CTS H-tree depth: 1
- Num CTS Buffers: 26
- IO Pins: between 100 and 150
- Post-Route WL: 45500 um
- Final non-filler cell total: ~1900
- Critical Path RT: roughly 4.5 ns
- Measured slew at the worst slew-check pin: about 0.96 ns
- Mapped Area: around 14000 um^2
- N_diodes: 0
- Pre-CTS setup slack: a little under 0.7 ns
- Final core occ: a little under half
-- kinds of logic after synthesis --
kind of cell,count (synthesis),synth area share (%)
AND/OR/NAND/NOR,381,15.2
AND-OR/OR-AND,329,16.0
other,2,0.0537
XOR/XNOR,97,6.08
adder cells (fa/ha/maj),2,0.179
flip-flops,226,40.5
buffers and inverters,214,6.31
multiplexers,200,15.7
-- power by group --
part | internal (mW) | switching [mW]
clock | 1.43 | 0.947
sequential | 2.28 | 0.108
combinational | 0.260 | 0.319
total | 3.97 | 1.37
-- layer usage --
metal	up-vias	part of all wire, %	track usage [%]	wire (um)
li1	5363	-	-	-
met2	479	45	39.3	20400
met4	0	2.3	5.27	1040
met3	68	7.7	5.64	3500
met5	-	0	0	0
met1	5785	45	42.4	20600
-- area by class of cell --
cell class                 count  area [um^2]  area share, %
sequential                   226         5660           35.1
tap                          455          569           3.54
clock buffer                  38          777           4.83
inverter                      63          236           1.47
timing repair buffer         132         1260           7.85
clock inverter                 9          100          0.622
multi-input combinational   1016         7500           46.6
-- cell usage in the layout, fill, tap and decap left out, drive strengths merged, types with 8 or more instances in the layout --
cell,instances
a211oi,36
a21oi,65
a22oi,36
a31oi,17
and2,9
and3,14
buf,34
clkbuf,38
clkdlybuf4s50,98
dfrtp,226
inv,62
mux2,151
mux2i,49
nand2,85
nand2b,13
nand3,38
nand3b,8
nand4,33
nor2,50
nor2b,10
nor3,26
nor3b,15
nor4,37
nor4b,8
o21ai,53
o22ai,34
o31ai,18
o41ai,12
xnor2,38
xor2,59
-- flip-flops by register name (all words and copies together) (netlist names) --
| name | count |
|---|---|
| timer1count | 32 |
| prdata | 32 |
| timer0status | 32 |
| timer1_value | 32 |
| timer_irqr0 | 1 |
| timer0count | 32 |
| timer_irqr1 | 1 |
| timer0_value | 32 |
| timer1status | 32 |
-- worst register-to-register path, cell delays in order, from the launching register on --
cell       delay, ns
dfrtp_1         0.64
buf_4           0.33
nor3_1          0.31
nand4_1         0.13
a31o_2          0.28
a2111oi_0       0.65
nand4_2         0.20
nand2_2         0.55
o22ai_1         0.20
-- how the worst max path moves through the flow --
| stage | start | cells after the start | endpoint |
|---|---|---|---|
| finish | timer1status[8] | 8 | timer1count[6] |
| CTS | timer1status[8] | 8 | timer1count[6] |
| global route | timer1status[8] | 8 | timer1count[6] |
Power is estimated from default activity; no workload was simulated.
